--- config.mk ---
export PLATFORM = sky130hd
export DESIGN_NAME = fifo
export DESIGN_NICKNAME = fifo
export VERILOG_FILES = /design/flow/design.v
export SDC_FILE = /design/flow/constraint.sdc
export NUM_CORES = 4
export LEC_CHECK = 1
export CORE_UTILIZATION = 30
--- constraint.sdc ---
current_design fifo

set clk_period 4.2
set clk_io_pct 0.2

create_clock -name clk0 -period $clk_period [get_ports {clk}]

set non_clock_inputs [all_inputs -no_clocks]
set_input_delay [expr $clk_period * $clk_io_pct] -clock clk0 $non_clock_inputs
set_output_delay [expr $clk_period * $clk_io_pct] -clock clk0 [all_outputs]
--- design.v ---
module fifo #(
    parameter DATA_WIDTH = 8,
    parameter DEPTH = 16
) (
    input  logic              			clk,
    input  logic              			rst_,
    input  logic               			wr_en,
    input  logic               			rd_en,
    input  logic	[DATA_WIDTH-1:0] 	din,
    output logic	[DATA_WIDTH-1:0] 	dout,
    output logic              			full,
    output logic              			empty
);
	localparam ADDR_BITS = $clog2(DEPTH);
	logic	[DATA_WIDTH-1:0]	mem		[0:DEPTH-1];
	logic	[ADDR_BITS-1:0]		rd_ptr;
	logic	[ADDR_BITS-1:0]		wr_ptr;
	logic 	[ADDR_BITS:0]		cnt;
	always @(posedge clk or negedge rst_) begin
		if(!rst_) begin
			rd_ptr <= 0;
			wr_ptr <= 0;
			cnt <= 0;
			full <= 0;
			empty <= 1;
		end  
		else begin
			case({wr_en,rd_en})
				2'b10: begin  
					if(!full) begin
						mem[wr_ptr] <= din;
						wr_ptr <= (wr_ptr == DEPTH-1) ? 0 : wr_ptr + 1;  
						empty <= 0;
						full <= (cnt == DEPTH-1);
						cnt <= cnt + 1;
					end  
				end  
				2'b01: begin  
					if(!empty) begin
						dout <= mem[rd_ptr];
						rd_ptr <= (rd_ptr == DEPTH-1) ? 0 : rd_ptr + 1;  
						full <= 0;
						empty <= (cnt == 1);
						cnt <= cnt - 1;
					end  
				end  
				2'b11: begin  
					if(!full) begin  
						mem[wr_ptr] <= din;
						wr_ptr <= (wr_ptr == DEPTH-1) ? 0 : wr_ptr + 1;  
						if(empty) begin  
							cnt <= cnt + 1;
							empty <= 0;
						end
					end
					if(!empty) begin  
						dout <= mem[rd_ptr];
						rd_ptr <= (rd_ptr == DEPTH-1) ? 0 : rd_ptr + 1;  
						if(full) begin  
							cnt <= cnt - 1;
							full <= 0;
						end
					end
				end  
				default: ; 
			endcase
		end  
	end  
endmodule 
--- run.sh ---
#!/bin/bash
# OpenROAD 26Q1-2900-gdf79404cd8, Yosys 0.63+post, stock flow scripts
make -C /OpenROAD-flow-scripts/flow DESIGN_CONFIG=/design/flow/config.mk WORK_HOME=/design/flow/orfs finish
==> flow_metrics.tcl <==
# place-and-route summary
set metrics [dict create \
    grt_pass1_wl_um 22400 \
    drtIter0Drc 338 \
    slew_headroom 0.529 \
    power_density_mw_per_mm2 619 \
    core_area_mm2 0.0210 \
    setup_ws_ns 1.32 \
    top_area_cell "edfxtp_1" \
    track_usage 0.143 \
    syn_area_per_cell_um2 14.4 \
    rsz0062_at_grt "false" \
    htreeDepth 4 \
    dp_slack_ns 0.911 \
    cts-root-buf "clkbuf_16" \
    insertion_delay_ns 0.41 \
    cp-startpoint "wr_en" \
    edf_count 136 \
    area_growth_pct 17.0 \
    crit_required_ns 4.24 \
    fin_skew_ns 0.00637 \
    ios 22 \
    grt_pass1_vias 4089 \
    synth_warnings 2 \
    dp_cells 734 \
    layout_min_cycle_time_ns 2.88 \
    min_from "rd_ptr[2]$_DFFE_PN0P_" \
    cts_buffers 17 \
    status "completed" \
    fmax_mhz 347 \
    firstDrtPassIters 5 \
    common_cells "136 x edfxtp_1, 29 x nand2_1, 22 x nor2_1" \
    p_leak_nw 2.45 \
    flop_cell "edfxtp_1" \
    ys_cells 447 \
    synth_cells 447 \
    wire_per_inst_um 18.8 \
    via_count 3907 \
    dp_hpwl_um 9090 \
    grt_max_degree 42 \
    antenna_found_initial 0 \
    drive_gt1_frac 0.126 \
    max-cap-violations 0 \
    worstSetupPathType "input port to flip-flop" \
    arrival_ns 2.92 \
    vias_per_cell 5.10 \
    p_total_w 0.00466 \
    r2r-start "rd_ptr[0]$_DFFE_PN0P_" \
    endpoint_kind "flip-flop" \
    synth-area-yosys_mm2 0.00643 \
    yosysMostFrequentCell "edfxtp_1" \
    fillerInstances 1928 \
    chipArea_mm2 0.0220 \
    worstMarginPinSlew_ns 0.704 \
    crit_fanout 12 \
    cts_sinks 151 \
    async_flop_share 0.0993 \
    top_area_frac 0.635 \
    hold_path_class "flip-flop to flip-flop" \
    routed_wirelength_um 14400 \
    layout.cells.non_filler 766 \
    final_core_util 0.358 \
    area_leaders "edfxtp_1 64%, dfrtp_1 5.4%, ha_1 2.3%" \
    drtAntennaViolNets 0 \
    post_cts_buffers 0 \
    synth_area_mm2 0.00643 \
    synth_flops 151 \
    fp-utilization 0.306 \
    synth.distinct_cells 63 \
    die_w_um 148 \
    fp-row-count 53 \
    grt-ovfl-total 0 \
    max-vdd-ir-drop_v 0.000297 \
    drv_slew 0 \
    ctsResizeCount 0 \
    drc_errors 0 \
    cts_tree "done" \
    die_h_um 148 \
    report.final.hold_viol_count 0 \
    setup_viol 0 \
    hold_buffers 0 \
    post-route-period-util 0.686 \
    cts.clk_slew.worst_paths_ns 0.06 \
    warnings 33 \
    start_kind "input port" \
    diodes 0 \
    routabilityCongestion 0.828 \
    cts_buffer_depth 2 \
    finalSetupTns_ns 0 \
    yosysSeqAreaShare 0.694 \
    port_buffers 21 \
]
[cells by family (layout without fill, tap and decap cells)]
family                     Yosys count  count (layout)  share of synthesized area
AOI/OAI and AO/OA                  108             108                      0.121
muxes                               18              18                     0.0309
DFF                                151             151                      0.694
adders and majority gates           14              14                     0.0265
and+or+nand+nor                    105             105                     0.0841
xor gates and xnor gates             7               7                    0.00954
buffers and inverters               44              88                     0.0337
[worst max-delay path: stages]
cell and delay [ns]:
clkdlybuf4s50_1 0.68, nor2b_1 0.39, buf_4 0.24, nand3_1 0.16, nor2_1 0.60
[path summary, 6_finish.rpt]
path | cells past startpoint | endpoint | slack, ns
min in group asynchronous | 2 | cnt[2]$_DFFE_PN0P_ | 0.76
max | 5 | mem[4][0]$_DFFE_PP_ | 1.32
max reg2reg | 7 | dout[0]$_DFFE_PP_ | 1.86
min reg2reg | 1 | rd_ptr[2]$_DFFE_PN0P_ | 0.53
max in group asynchronous | 2 | empty$_DFFE_PN1P_ | 3.17
min | 1 | rd_ptr[2]$_DFFE_PN0P_ | 0.53
[layout by cell type (no fill, tap or decap), types with 4 or more instances in the layout]
| cell type | Yosys | routed |
|---|---|---|
| nor3_1 | 4 | 4 |
| nor2_1 | 22 | 22 |
| a221oi_1 | 5 | 5 |
| inv_1 | 11 | 11 |
| nand3b_1 | 5 | 5 |
| a22o_1 | 4 | 4 |
| clkdlybuf4s50_1 | 0 | 21 |
| nand2b_1 | 5 | 5 |
| xnor2_1 | 7 | 7 |
| mux2_2 | 5 | 5 |
| a22oi_1 | 17 | 17 |
| dfrtp_1 | 14 | 14 |
| o21ai_0 | 20 | 20 |
| mux2i_1 | 12 | 12 |
| ha_1 | 12 | 12 |
| edfxtp_1 | 136 | 136 |
| nand3_1 | 19 | 19 |
| nand2_1 | 29 | 29 |
| buf_4 | 4 | 23 |
| clkbuf_16 | 0 | 17 |
| a21oi_1 | 15 | 15 |
| a31oi_1 | 8 | 8 |
| clkbuf_1 | 5 | 4 |
| a222oi_1 | 6 | 6 |
| clkinvlp_4 | 0 | 4 |
[routing by layer]
metal / GRT usage / routed length (um)
met1: 0.183 / 5790
met2: 0.226 / 6890
met3: 0.0754 / 1430
met4: 0.0268 / 281
met5: 0 / 0
[registers in the layout (all words and copies together), names as in the netlist]
register,cells
empty,1
dout,8
cnt,5
full,1
wr_ptr,4
mem,128
rd_ptr,4
[report_power, final]
part	switching (W)	leakage (nW)	internal (W)
registers	0.000121	1.41	0.00181
logic	0.000813	0.788	0.000532
clock network	0.000568	0.250	0.000814
total	0.00150	2.45	0.00316
[final cells by class]
| cell class | instances | area (um2) | share of cell area |
|---|---|---|---|
| sequential | 151 | 4460 | 0.593 |
| tap | 275 | 344 | 0.0457 |
| clock inverter | 11 | 98.8 | 0.0131 |
| timing repair buffer | 44 | 383 | 0.0509 |
| multi-input combinational | 252 | 1750 | 0.233 |
| inverter | 12 | 45.0 | 0.00599 |
| clock buffer | 21 | 440 | 0.0585 |
[through the flow]
step / area [um2] / hold WS (ns)
floorplan: 6430 / 0.508
global placement: 6980 / 0.519
detailed placement: 6980 / 0.526
CTS: 7520 / 0.538
global route: 7520 / 0.566
finish: 7520 / 0.529
Power is estimated from default activity; no workload was simulated.
